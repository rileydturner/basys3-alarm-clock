[flow/design.v]
`timescale 1ns / 1ps
module DigitalClock(
    input clk,  
    input btnC, btnU, btnL, btnR, btnD,  
    input [2:0] sw, 
    output reg [6:0] seg,
    output reg [3:0] an,  
    output reg [0:0] led  
    );
    reg [31:0] counter = 0;
    reg [31:0] d_counter =0;
    parameter max_counter = 100000000;  
    parameter display_counter = 500000;  
    reg [5:0] Hours, Minutes, Seconds = 0; 
    reg [3:0] D0,D1, D2, D3 = 0; 
    reg current_bit = 0;       
    reg [1:0] current_LED = 0;
    reg [7:0] LED_out [3:0];
    reg [5:0] Seconds_alarm = 0;
    reg [5:0] Minutes_alarm = 12;
    reg [5:0] Seconds_alarm_reset = 0;
    reg [5:0] Minutes_alarm_reset = 12;
    parameter Hours_And_Minutes = 1'b0;  
    parameter Set_Clock = 1'b1;          
    reg Current_Mode = Set_Clock;  
    wire [3:0] four_bit_data [3:0]; 
    assign  four_bit_data[0] = D0;
    assign  four_bit_data[1] = D1;
    assign  four_bit_data[2] = D2;
    assign  four_bit_data[3] = D3;
    always @(posedge clk) begin
        if (counter < max_counter) begin
            counter <= counter+1;
        end 
        else begin
            counter <= 0;
        end
        if(d_counter < display_counter) begin
            d_counter <= d_counter + 1; 
        end 
        else begin
            current_LED <= current_LED + 1;
            d_counter <= 0;
        end
		case(four_bit_data[current_LED])  
			 4'b0000 : LED_out[current_LED] <= 7'b1000000;  
			 4'b0001 : LED_out[current_LED] <= 7'b1111001;  
			 4'b0010 : LED_out[current_LED] <= 7'b0100100;  
			 4'b0011 : LED_out[current_LED] <= 7'b0110000;  
			 4'b0100 : LED_out[current_LED] <= 7'b0011001;  
			 4'b0101 : LED_out[current_LED] <= 7'b0010010;  
			 4'b0110 : LED_out[current_LED] <= 7'b0000010;  
			 4'b0111 : LED_out[current_LED] <= 7'b1111000;  
			 4'b1000 : LED_out[current_LED] <= 7'b0000000;  
			 4'b1001 : LED_out[current_LED] <= 7'b0011000;  
			 default : LED_out[current_LED] <= 7'b1000000;  
		 endcase
        case(current_LED)
            0: begin
                an <= 4'b1110; 
                seg <= LED_out[0];
            end
            1: begin
                an <= 4'b1101;
                seg <= LED_out[1];            
            end
            2: begin
                an <= 4'b1011;
                seg <= LED_out[2];
            end
            3: begin
                an <= 4'b0111;
                seg <= LED_out[3];
            end                
        endcase 
        case(Current_Mode)
            Hours_And_Minutes: begin  
                if (btnC) begin
                    Current_Mode <= Set_Clock;  
                    counter <= 0;
                    current_bit <= 0;
                    Seconds <= 59;  
                end
                if (counter < max_counter) begin  
                    counter <= counter + 1;
                end 
                else begin
                    counter <= 0;
                    Seconds <= Seconds + 1;
                end                                
            end  
            Set_Clock: begin
                if (btnC) begin  
                    Current_Mode <= Hours_And_Minutes;
                    Seconds_alarm_reset <= Seconds;  
                    Minutes_alarm_reset <= Minutes;  
                end
                if (counter < (25000000)) begin  
                    counter <= counter + 1;
                end 
                else begin
                    counter <= 0;
                    case (current_bit)
                        1'b0: begin  
                            if (btnU) begin  
                                Seconds <= Seconds + 1;
                            end
                            if (btnD) begin  
                                if (Seconds > 0) begin
                                    Seconds <= Seconds - 1;
                                end 
                                else if (Minutes > 1) begin
                                    Minutes <= Minutes - 1;
                                    Seconds <= 59;
                                end 
                                else if (Minutes == 1) begin
                                    Minutes <= 12;
                                    Seconds <= 59;
                                end
                            end
                            if (btnL || btnR) begin  
                                current_bit <= 1;
                            end
                        end  
                        1'b1: begin  
                            if (btnU) begin  
                                Minutes <= Minutes + 1;
                            end
                            if (btnD) begin  
                                if (Minutes > 1) begin
                                    Minutes <= Minutes - 1;
                                end else if (Minutes == 1) begin
                                    Minutes <= 12;
                                end
                            end
                            if (btnL || btnR) begin  
                                current_bit <= 0;
                            end
                        end  
                endcase    
                if(sw[2] == 1)begin
                Seconds <= Seconds_alarm_reset;
                Minutes <= Minutes_alarm_reset;
                end
                if(sw[1] == 1)begin
                Seconds_alarm <= Seconds;
                Minutes_alarm <= Minutes;
                end
                if(sw[0] == 1) begin
                    if(Minutes_alarm == Minutes && Seconds_alarm == Seconds)
                        led <= 1; 
                     else 
                        led <= 0;
                    if (counter < max_counter) begin  
                        counter <= counter + 1;
                    end 
                    else begin
                    counter <= 0;
                    Seconds <= Seconds + 1;  
                    end    
                end   
                end                    
            end  
        endcase  
        if (Seconds >= 60) begin  
                Seconds <= 0;
                Minutes <= Minutes + 1;
        end
        if (Minutes >= 12) begin  
                Minutes <= 0;
                Hours <= Hours + 1;
        end
        if (Hours >= 24) begin  
            Hours <= 0;
        end
        D0 <= Seconds % 10;   
        D1 <= Seconds / 10;   
        if (Minutes < 12) begin
            if (Minutes == 0) begin  
                D2 <= 2;
                D3 <= 1;
            end else begin
                D2 <= Minutes % 10;     
                D3 <= Minutes / 10;     
            end
            end else begin  
                if (Minutes == 12) begin  
                    D2 <= 2;
                    D3 <= 1;
                end else begin
                    D2 <= (Minutes - 12) % 10;     
                    D3 <= (Minutes - 12) / 10;     
                end
        end  
    end  
endmodule
[flow/run.sh]
#!/bin/bash
# OpenROAD 26Q1-2900-gdf79404cd8, Yosys 0.63+post, stock flow scripts
make -C /OpenROAD-flow-scripts/flow DESIGN_CONFIG=/design/flow/config.mk WORK_HOME=/design/flow/orfs finish
[flow/config.mk]
export PLATFORM = sky130hd
export DESIGN_NAME = DigitalClock
export DESIGN_NICKNAME = DigitalClock
export VERILOG_FILES = /design/flow/design.v
export SDC_FILE = /design/flow/constraint.sdc
export NUM_CORES = 4
export LEC_CHECK = 1
export CORE_UTILIZATION = 30
[flow/constraint.sdc]
current_design DigitalClock

set clk_period 5.2
set clk_io_pct 0.2

create_clock -name clk0 -period $clk_period [get_ports {clk}]

set non_clock_inputs [all_inputs -no_clocks]
set_input_delay [expr $clk_period * $clk_io_pct] -clock clk0 $non_clock_inputs
set_output_delay [expr $clk_period * $clk_io_pct] -clock clk0 [all_outputs]
==> summary.txt <==
Status: completed
Post-CTS Setup Repair Bufs: 0
Relative slew slack: 43.7%
CTS tree: built
Ys flop type: dfxtp_1
Critical path fanouts, max: 25
Placer Congestion: 0.877
Post-cts resize count: 0
Worst reg2reg setup slack: 1.92 ns
TritonCTS Sinks: 159
Total GRT Usage: 12.4%
Initial Util: 30.6%
Max cap viols: 0
Mapped cell area: 0.00768 mm²
Cells after synthesis: 802
Top Layout Cells: 103 x dfxtp_1, 92 x nor2_1, 68 x nand2_1
Die W: 162 µm
Final Hold Viols: 0
Row count: 58
Post-layout period usage: 63.1%
Clock skew: 0.00659 ns
Inst Count DP: 1141
Yosys reg bits: 159
Top cells by area: dfxtp_1 27%, edfxtp_1 22%, nor2_1 4.5%
Area Overhead vs Synth: 14.5%
CP endpoint: D2[1]$_DFF_P_
Highest-count logic cell in the final layout: dfxtp_1
Routed WL per cell: 13.0 µm
Tool warnings: 37
CTS Buf Count: 17
Clock Tree Buf Depth: 2
Fin Setup TNS: 0 ns
Clk latency late pin: 0.42 ns
Largest net degree at the start of global routing: 27
Final Cell Area: 0.00879 mm²
WP data required: 5.51 ns
CP Launch Type: register
Hold depth: 2
WS Path Type: reg -> reg
Unrepaired setup endpoints after global routing: false
Remaining DRCs: 0
Core footprint: 0.0251 mm²
Post-layout minimum cycle time: 3.28 ns
Port bufs: 20
Fmax: 305 MHz
Area leader share: 26.9%
Post-synth top area cell: dfxtp_1
Slew @ Worst Pin: 0.837 ns
Hold WC Path Type: reg -> reg
CTS Root Cell: clkbuf_16
Clock Pin Slew Worst Setup and Hold Paths: 0.07 ns
Sequential fraction of the synthesis area: 48.8%
Vias per cell: 4.92
Overall power: 0.00470 W
Leak: 3.14 nW
Starting DRT DRC Count: 448
Area after DPL: 0.00826 mm²
Endpoints failing setup: 0
I/O pins: 21
Vias in the first global route: 5251
Layout cells sized above 1: 7.00%
Cell count in the Yosys report: 802
Ys async rst share: 0%
Global-route wire length before repair: 26000 µm
Mean Syn Cell Area: 9.57 µm²
Die Ht: 162 µm
Chip Area: 0.0262 mm²
H-tree depth: 4
Final core utilization: 35.0%
Ys Warns: 1
WP data arrival: 3.59 ns
Routed vias: 5775
Reg2Reg Launch Point: Minutes[2]$_SDFFE_PP0P_
DRT Pass-1 Iters: 7
Post-CTS Hold Fix Bufs: 0
Peak VDD IR: 0.258 mV
Wirelength, routed: 15300 µm
Total congestion overflow: 0
CP startpoint: Minutes[2]$_SDFFE_PP0P_
Initial antenna violation count: 0
Final cell count without fillers: 1173
RR Endpoint: D2[1]$_DFF_P_
Cell area power density: 534 mW/mm²
Pins Over Slew Limit: 0
DP HPWL: 10100 µm
Antenna fix cells: 0
Cell Type Count: 78
CP endpoint kind: register
R2R depth: 12
Number of synthesized flops with an enable pin: 56
Yosys synthesis chip area: 0.00768 mm²
Filler cells: 2532
Routed Antenna Nets: 0
-- Yosys cell counts (6+ instances only) --
cell and number:
dfxtp_1 103, nor2_1 92, nand2_1 68, edfxtp_1 56, nand3_1 39, a21oi_1 33
xor2_1 31, inv_1 30, xnor2_1 30, o21ai_0 29, ha_1 23, nor3_1 21
clkbuf_1 20, and3_1 15, a31oi_1 13, a222oi_1 10, buf_2 10, nand2b_1 9
nand4_1 9, nor4_1 9, o22ai_1 9, o21a_1 7, or3_1 7, a211o_1 6
a211oi_1 6, and2_1 6, buf_1 6, mux2i_1 6, o211ai_1 6
-- logic make-up (layout without fill, tap and decap cells) --
family                     after synthesis  in the layout  synth area share (%)
and+or+nand+nor                        305            305                  19.2
muxes                                    6              6                 0.782
AOI/OAI and AO/OA                      173            173                  16.1
adders and majority gates               26             26                  4.16
xor gates and xnor gates                61             61                  6.96
other                                    2             19                0.0978
DFF                                    159            159                  48.8
buffers and inverters                   70             94                  3.88
-- final cells by class --
type	instances	area (µm²)	share of cell area (%)
Clock buffer	18	429	4.88
Clock inverter	14	109	1.24
Sequential cell	159	3740	42.6
Multi-Input combinational cell	590	3700	42.1
Tap cell	330	413	4.69
Inverter	31	116	1.32
Timing Repair Buffer	31	283	3.22
-- per-layer routing --
| layer | share of wire (%) | up-vias | GRT usage, % |
|---|---|---|---|
| met5 | 0 | - | 0 |
| li1 | - | 2949 | - |
| met1 | 51 | 2658 | 19.9 |
| met2 | 44 | 158 | 18.1 |
| met4 | 0.94 | 0 | 1.67 |
| met3 | 4.7 | 10 | 2.45 |
-- stage by stage --
step | setup WS, ns | hold WS (ns)
5_1_grt | 1.65 | 0.501
6_report | 1.92 | 0.476
3_5_place_dp | 1.90 | 0.460
2_1_floorplan | 2.58 | 0.373
4_1_cts | 1.91 | 0.483
3_3_place_gp | 1.91 | 0.452
-- flip-flops by register name, summed over array words and instances, names as in the netlist, 2 cells and up --
| name | cells |
|---|---|
| counter | 32 |
| d_counter | 32 |
| LED_out | 28 |
| seg | 7 |
| Minutes | 6 |
| Minutes_alarm | 6 |
| Minutes_alarm_reset | 6 |
| Seconds | 6 |
| Seconds_alarm | 6 |
| Seconds_alarm_reset | 6 |
| D0 | 4 |
| D2 | 4 |
| D3 | 4 |
| an | 4 |
| D1 | 3 |
| current_LED | 2 |
-- report_power, final --
| part | total, W | internal [W] | leakage [nW] | switching, W |
|---|---|---|---|---|
| clock network | 0.00114 | 0.000619 | 0.253 | 0.000517 |
| registers | 0.00181 | 0.00159 | 1.38 | 0.000219 |
| logic | 0.00175 | 0.000716 | 1.51 | 0.00103 |
| total | 0.00470 | 0.00293 | 3.14 | 0.00177 |
-- critical path, cell delays in order (launching register included) --
cell       delay [ns]
dfxtp_1          0.35
buf_4            0.31
ha_1             0.39
inv_1            0.14
nand2_1          0.10
ha_1             0.27
nand2b_1         0.11
a31oi_1          0.08
o2bb2ai_1        0.62
mux2i_1          0.26
o22ai_1          0.12
o22a_1           0.23
a22o_1           0.18
-- worst min-delay path by stage --
stage / to / slack [ns] / startpoint
CTS: d_counter[18]$_SDFF_PP0_ / 0.48 / d_counter[18]$_SDFF_PP0_
global route: d_counter[18]$_SDFF_PP0_ / 0.50 / d_counter[18]$_SDFF_PP0_
finish: d_counter[18]$_SDFF_PP0_ / 0.48 / d_counter[18]$_SDFF_PP0_
Power figures rest on the tool's default switching activity, not on a simulated workload.
